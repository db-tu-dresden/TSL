--- config.mk ---
export PLATFORM = sky130hd
export DESIGN_NAME = lzc32_uint_module
export DESIGN_NICKNAME = lzc32_uint_module
export VERILOG_FILES = /design/flow/design.v
export SDC_FILE = /design/flow/constraint.sdc
export NUM_CORES = 4
export LEC_CHECK = 1
export CORE_AREA = 10 10 70 70
export DIE_AREA = 0 0 80 80
export SYNTH_HDL_FRONTEND = slang
--- constraint.sdc ---
current_design lzc32_uint_module

set clk_period 3.7
set clk_io_pct 0.2

create_clock -name clk0 -period $clk_period

set non_clock_inputs [all_inputs -no_clocks]
set_input_delay [expr $clk_period * $clk_io_pct] -clock clk0 $non_clock_inputs
set_output_delay [expr $clk_period * $clk_io_pct] -clock clk0 [all_outputs]
--- design.v ---
`timescale 1 ps / 1 ps
module lzc2b_2022
(	input 	wire	[1:0]  in,
	output 	wire 	v,
	output	wire 	z
);
	assign v = ~|in;	
	assign z = (~in[1]) & in[0];
endmodule
module lzc4b_2022
(	input	wire 	[3:0] 	in,	 
	output 	wire 		v,
	output  wire	[1:0]	z
);
	wire v0,z0,v1,z1;
	lzc2b_2022 left_lzc2b
	(	.in(in[3:2]),
		.v(v1),
		.z(z1)
	);
	lzc2b_2022 right_lzc2b
	(	.in(in[1:0]),
		.v(v0),
		.z(z0)
	);
	assign v = v0 & v1;
	assign z[1] = v1;
	assign z[0] = ((~v1)&z1) | (v1&z0);  	
endmodule
module lzc8b_2022
(	input	wire 	[7:0] 	in,	 
	output 	wire 		v,
	output  wire	[2:0]	z
);
	wire v0,v1,z0,z1,z2,z3;
	lzc4b_2022 left_lzc4b
	(	.in(in[7:4]),
		.v(v1),
		.z({z3,z2})
	);
	lzc4b_2022 right_lzc4b
	(	.in(in[3:0]),
		.v(v0),
		.z({z1,z0})
	);
	assign v = v0 & v1;
	assign z[2] = v1;
	assign z[1] = ((~v1)&z3) | (v1&z1);
	assign z[0] = ((~v1)&z2) | (v1&z0);  	
endmodule
module lzc16b_2022
(	input	wire 	[15:0] 	in,	 
	output 	wire 		v,
	output  wire	[3:0]	z
);
	wire v0,v1,z0,z1,z2,z3,z4,z5;
	lzc8b_2022 left_lzc8b
	(	.in(in[15:8]),
		.v(v1),
		.z({z5,z4,z3})
	);
	lzc8b_2022 right_lzc8b
	(	.in(in[7:0]),
		.v(v0),
		.z({z2,z1,z0})
	);
	assign v = v0 & v1;
	assign z[3] = v1;
	assign z[2] = ((~v1)&z5) | (v1&z2);
	assign z[1] = ((~v1)&z4) | (v1&z1);
	assign z[0] = ((~v1)&z3) | (v1&z0);  	
endmodule
module lzc32b_2022
(	input	wire 	[31:0] 	in,	 
	output 	wire 		v,
	output  wire	[4:0]	z
);
	wire v0,v1,z0,z1,z2,z3,z4,z5,z6,z7;
	lzc16b_2022 left_lzc16b
	(	.in(in[31:16]),
		.v(v1),
		.z({z7,z6,z5,z4})
	);
	lzc16b_2022 right_lzc16b
	(	.in(in[15:0]),
		.v(v0),
		.z({z3,z2,z1,z0})
	);
	assign v = v0 & v1;
	assign z[4] = v1;
	assign z[3] = ((~v1)&z7) | (v1&z3);
	assign z[2] = ((~v1)&z6) | (v1&z2);
	assign z[1] = ((~v1)&z5) | (v1&z1);
	assign z[0] = ((~v1)&z4) | (v1&z0);  	
endmodule
module lzc32_uint_module (
  input   clock,
  input   resetn,
  input   ivalid,
  input   iready,
  output  ovalid,
  output  oready,
  input   [31:0]  datain_a,
  output  [31:0]  dataout);
  assign  ovalid = 1'b1;
  assign  oready = 1'b1;
  wire [4:0] z_out; 
  wire v_out; 
  lzc32b_2022 dut_lzc32b_2022(
      .in(datain_a),
      .z(z_out),  
      .v(v_out)
   );
  assign dataout =  {26'b0,v_out,z_out};
endmodule
--- run.sh ---
#!/bin/bash
# OpenROAD 26Q1-2900-gdf79404cd8, Yosys 0.63+post, stock flow scripts
make -C /OpenROAD-flow-scripts/flow DESIGN_CONFIG=/design/flow/config.mk WORK_HOME=/design/flow/orfs finish
==> Changelog: implementation <==
### Changed

* CP delay by family, top: buffers and inverters
* Log Warnings at 36
* Hold_sp: datain_a[30]
* Minimum clock period at between 3 and 4 ns
* Peak supply drop at between 0.02 and 0.025 mV
* Number of diodes at 0
* Hold Crit Class: in -> out
* Flip-flops at 0
* Unrepaired setup endpoints after global routing: false
* Final Cycle Share at about nine tenths
* Final core utilization at between 20% and 30%
* P_leak at roughly 0.37 nW
* Wire length of the first global-routing pass at ~3100 um
* Layout area overhead at 49.80%
* Vias at about 620
* Critical-path cell list: clkdlybuf4s50_1, nor4_1, nand2_1, nor2_1, a21oi_1, o221ai_1, clkdlybuf4s50_1
* Cell mode on critical path: clkdlybuf4s50_1
* PwrDens at about 74 mW/mm^2
* Synth cell types at 21
* GRT Residual Overflow at 0
* Critical path capture point type: output port
* Synth warn at 0
* I/O pins at 70
* Clock buffer cells at 0
* Final instance area at 933.4 um^2
* Final setup fails at 0
* Critical Path Start: datain_a[15]
* Max Clk Rate at 0.2956 GHz
* Synthesized area at ~620 um^2
* Filler cells at 380
* Die area at around 0.0064 mm^2
* WL per Instance at roughly 12 um
* Detailed Route Iter0 Violations at 7
* Final Hold Vio Count at 0
* DRC violations left at 0
* Pre-Place Util at approximately 18%
* Core footprint at roughly 0.0034 mm^2
* Max Cap Violations at 0
* Critical path buffers and inverters at 2
* Drt first pass iters at 3
* Vias per cell at about 3.7
* Row Count at 21
* Post-DRT Antenna Nets at 0
* # hold bufs at CTS at 0
* Status: completed
* Post-synth seq share at 0%
* Post-DP HPWL at between 1500 and 2000 um
* Final Slew Violations at 0
* Worst EP required at between 2 and 3 ns
* Setup Crit Path Kind: in -> out
* Slowest stage delay, CP at just over 0.5 ns
* Largest net degree at the start of global routing at 5
* Post-CTS Resized at 0
* Most numerous logic cell after layout: clkdlybuf4s50_1
* Cells after Synth at around 89
* Share of cells above drive strength 1 at under 10%
* Setup TNS at 0 ns
* Chip Area, Yosys at 623.1 um^2
* Seq. cell area at 0 um^2
* Most frequent cells in the layout: clkdlybuf4s50_1, conb_1, nor2_1, a21oi_1, inv_1
* Global placement routability congestion at 0.7850
* Syn avg cell area at roughly 7 um^2
* Setup bufs post-CTS at 0
* Number of port buffers at 38
* Area of placed instances at roughly 930 um^2
* Total Routed Length at slightly below 2000 um
* Vert. Die Dim at 80 um
* CP startpoint kind: input pin
* Total GRT Usage at under 10%
* Crit-path slowest cell: clkdlybuf4s50_1
* CP max FO at 4
* Initial antenna violation count at 0
* Die X at around 80 um
* Vias in the first global route at slightly below 700
* Ys cells at about 89
* Worst Path Arrival at 2.64 ns
metrics by stage:
| stage | cells | setup slack, ns | hold slack [ns] | total power [W] |
|---|---|---|---|---|
| 6_report | 169 | 0.3165 | 2.513 | 0.00006914 |
| 5_1_grt | 169 | 0.1486 | 2.560 | 0.00007759 |
| 4_1_cts | 169 | 0.2722 | 2.530 | 0.00007126 |
| 3_5_place_dp | 169 | 0.2730 | 2.527 | 0.00007069 |
| 3_3_place_gp | 169 | 0.2958 | 2.532 | 0.00007100 |
| 2_1_floorplan | 115 | 1.353 | 1.493 | 0.00003654 |
cell type report:
class                      instances  area (um^2)  share of cell area, %
tap                               46        57.56                  6.166
inverter                           7        26.28                  2.815
multi-input combinational         78        469.2                  50.27
timing repair buffer              38        380.4                  40.75
path summary, 6_finish.rpt:
| path | to | slack [ns] | cells after the start |
|---|---|---|---|
| setup / recovery | dataout[0] | 0.32 | 7 |
| hold / removal | dataout[1] | 2.51 | 3 |
cells in the mapped netlist:
library cell	instances	area [um^2]
buf_4	30	225.2
a21oi_1	9	45.04
nor2_1	9	33.78
inv_1	7	26.28
nand2_1	4	15.01
nor4_4	4	85.08
nor3_1	3	15.01
nor4_2	3	37.54
o21ai_0	3	15.01
o31ai_1	3	22.52
a21boi_0	2	15.01
conb_1	2	7.510
nor2b_1	2	12.51
a211oi_1	1	7.510
a31oi_1	1	6.260
nand4_2	1	12.51
nor4_1	1	6.260
o21bai_1	1	7.510
o221ai_1	1	8.760
o41a_1	1	11.26
or4_1	1	7.510
logic make-up after synthesis:
logic type,after synthesis,share of synthesized area [%]
buf+inv,37,40.36
simple gates,28,36.14
other cells,2,1.205
compound gates,22,22.29
worst min-delay path, stage by stage:
cell	delay [ns]
clkdlybuf4s50_1	0.56
nor4_2	0.07
clkdlybuf4s50_1	0.40
layer usage:
layer | vias up | track usage (%) | share of wire, %
li1 | 326 | - | -
met1 | 262 | 6.856 | 40
met2 | 33 | 9.872 | 48
met3 | 0 | 2.614 | 12
met4 | 0 | 0 | 0
met5 | - | 0 | 0
report_power, final:
| group | total [W] | internal [W] | switching (W) |
|---|---|---|---|
| Sequential | 0 | 0 | 0 |
| Clock | 0 | 0 | 0 |
| Combinational | 0.0000691 | 0.0000419 | 0.0000273 |
| Total | 0.0000691 | 0.0000419 | 0.0000273 |
Power figures rest on the tool's default switching activity, not on a simulated workload.
