`run.sh`:
```
#!/bin/bash
# OpenROAD 26Q1-2900-gdf79404cd8, Yosys 0.63+post, stock flow scripts
make -C /OpenROAD-flow-scripts/flow DESIGN_CONFIG=/design/flow/config.mk WORK_HOME=/design/flow/orfs finish
```
`config.mk`:
```
export PLATFORM = sky130hd
export DESIGN_NAME = mask_compress_module
export DESIGN_NICKNAME = mask_compress_module
export VERILOG_FILES = /design/flow/design.v
export SDC_FILE = /design/flow/constraint.sdc
export NUM_CORES = 4
export LEC_CHECK = 1
export CORE_AREA = 10 10 592 592
export DIE_AREA = 0 0 602 602
export SYNTH_HDL_FRONTEND = slang
```
`constraint.sdc`:
```
current_design mask_compress_module

set clk_period 25.2
set clk_io_pct 0.2

create_clock -name clk0 -period $clk_period [get_ports {clock}]

set non_clock_inputs [all_inputs -no_clocks]
set_input_delay [expr $clk_period * $clk_io_pct] -clock clk0 $non_clock_inputs
set_output_delay [expr $clk_period * $clk_io_pct] -clock clk0 [all_outputs]
```
`design.v`:
```
module mask_compress_module #(
  VECTOR_SIZE = 8,
  DATA_WIDTH = 64
) (
  input   clock,
  input   resetn,
  input   ivalid,
  input   iready,
  output  ovalid,
  output  oready,
  input   [VECTOR_SIZE*DATA_WIDTH-1:0]  datain_src,
  input   [VECTOR_SIZE*DATA_WIDTH-1:0]  datain_a,
  input   [VECTOR_SIZE-1:0]  maskin,
  output  [(VECTOR_SIZE)*DATA_WIDTH-1:0]  dataout);
  logic ivalid_reg1;
  logic ovalid_reg1;
  logic [63:0] test;
  logic [VECTOR_SIZE*DATA_WIDTH-1:0] data_src_reg1;
  logic [VECTOR_SIZE*DATA_WIDTH-1:0] data_a_reg1;
  logic [VECTOR_SIZE*DATA_WIDTH-1:0] data_src_reg2;
  logic [VECTOR_SIZE*DATA_WIDTH-1:0] data_a_reg2;
  logic [VECTOR_SIZE-1:0] mask_reg1;
  logic [3:0] ones [VECTOR_SIZE];
  logic [3:0] position [VECTOR_SIZE];
  reg [VECTOR_SIZE*DATA_WIDTH-1:0] dataout_reg1;
  logic [3:0] index [VECTOR_SIZE];
  assign  ovalid = ovalid_reg1;
  assign  oready = 1'b1;
  assign  dataout = dataout_reg1;
 genvar i;
  always_ff @(posedge clock) begin 
    if(~resetn) begin
	ivalid_reg1 <= 1'b0;
	ovalid_reg1 <= 1'b0;
    end else begin
	ivalid_reg1 <= ivalid;
	ovalid_reg1 <= ivalid_reg1;
    end	
  end
  always_ff @(posedge clock) begin
    if(~resetn)
      begin
	data_src_reg1 <= 'b0;
	data_a_reg1 <= 'b0;
	data_src_reg2 <= 'b0;
	data_a_reg2 <= 'b0;
	mask_reg1 <= 'b0;
      end
    else if (ivalid)
      begin
	data_src_reg1 <= datain_src;
	data_a_reg1 <= datain_a;
	mask_reg1 <= maskin;
 	data_src_reg2 <= data_src_reg1;
	data_a_reg2 <= data_a_reg1;
     end
  end
  integer idx1;
  integer idx2;
  always @(*) begin
    idx1 = 0;
    idx2 = 0;
    while (idx1 < VECTOR_SIZE) begin
      if (mask_reg1[idx1]==1) begin
       index[idx2]=idx1+1;
       idx2=idx2+1;
      end
      idx1 = idx1+1;
    end
  end
  generate
    for(i=0;i<VECTOR_SIZE;i++) begin : positions
       always_ff @(posedge clock) begin 
	  if (~resetn)
	    position[i] <= 'b0;
          else if (ivalid_reg1 && (i<$countones(mask_reg1)))
	    position[i] <= index[i];
          else
	    position[i] <= 'b0;
       end
    end
  endgenerate
 always @(*) begin
     case(position[0])
       4'h1: dataout_reg1[DATA_WIDTH-1:0]  = data_a_reg1[DATA_WIDTH-1:0];
       4'h2: dataout_reg1[DATA_WIDTH-1:0]  = data_a_reg1[2*DATA_WIDTH-1:1*DATA_WIDTH];
       4'h3: dataout_reg1[DATA_WIDTH-1:0]  = data_a_reg1[3*DATA_WIDTH-1:2*DATA_WIDTH];
       4'h4: dataout_reg1[DATA_WIDTH-1:0]  = data_a_reg1[4*DATA_WIDTH-1:3*DATA_WIDTH];
       4'h5: dataout_reg1[DATA_WIDTH-1:0]  = data_a_reg1[5*DATA_WIDTH-1:4*DATA_WIDTH];
       4'h6: dataout_reg1[DATA_WIDTH-1:0]  = data_a_reg1[6*DATA_WIDTH-1:5*DATA_WIDTH];
       4'h7: dataout_reg1[DATA_WIDTH-1:0]  = data_a_reg1[7*DATA_WIDTH-1:6*DATA_WIDTH];
       4'h8: dataout_reg1[DATA_WIDTH-1:0]  = data_a_reg1[8*DATA_WIDTH-1:7*DATA_WIDTH];
       default:  dataout_reg1[DATA_WIDTH-1:0]  = data_src_reg1[DATA_WIDTH-1:0];
     endcase
 end 
 always @(*) begin
     case(position[1])
       4'h2: dataout_reg1[127:64]  = data_a_reg1[127:64];
       4'h3: dataout_reg1[127:64]  = data_a_reg1[191:128];
       4'h4: dataout_reg1[127:64]  = data_a_reg1[255:192];
       4'h5: dataout_reg1[127:64]  = data_a_reg1[319:256];
       4'h6: dataout_reg1[127:64]  = data_a_reg1[383:320];
       4'h7: dataout_reg1[127:64]  = data_a_reg1[447:384];
       4'h8: dataout_reg1[127:64]  = data_a_reg1[511:448];
       default:  dataout_reg1[127:64]  = data_src_reg1[127:64];
     endcase
 end 
 always @(*) begin
     case(position[2])
       4'h3: dataout_reg1[191:128]  = data_a_reg1[191:128];
       4'h4: dataout_reg1[191:128]  = data_a_reg1[255:192];
       4'h5: dataout_reg1[191:128]  = data_a_reg1[319:256];
       4'h6: dataout_reg1[191:128]  = data_a_reg1[383:320];
       4'h7: dataout_reg1[191:128]  = data_a_reg1[447:384];
       4'h8: dataout_reg1[191:128]  = data_a_reg1[511:448];
       default:  dataout_reg1[191:128]  = data_src_reg1[191:128];
     endcase
 end 
 always @(*) begin
     case(position[3])
       4'h4: dataout_reg1[255:192]  = data_a_reg1[255:192];
       4'h5: dataout_reg1[255:192]  = data_a_reg1[319:256];
       4'h6: dataout_reg1[255:192]  = data_a_reg1[383:320];
       4'h7: dataout_reg1[255:192]  = data_a_reg1[447:384];
       4'h8: dataout_reg1[255:192]  = data_a_reg1[511:448];
       default:  dataout_reg1[255:192]  = data_src_reg1[255:192];
     endcase
 end 
 always @(*) begin
     case(position[4])
       4'h5: dataout_reg1[319:256]  = data_a_reg1[319:256];
       4'h6: dataout_reg1[319:256]  = data_a_reg1[383:320];
       4'h7: dataout_reg1[319:256]  = data_a_reg1[447:384];
       4'h8: dataout_reg1[319:256]  = data_a_reg1[511:448];
       default:  dataout_reg1[319:256]  = data_src_reg1[319:256];
     endcase
 end 
 always @(*) begin
     case(position[5])
       4'h6: dataout_reg1[383:320]  = data_a_reg1[383:320];
       4'h7: dataout_reg1[383:320]  = data_a_reg1[447:384];
       4'h8: dataout_reg1[383:320]  = data_a_reg1[511:448];
       4'h0:  dataout_reg1[383:320]  = data_src_reg1[383:320];
       default:  dataout_reg1[383:320]  = data_src_reg1[383:320];
     endcase
 end 
 always @(*) begin
     case(position[6])
       4'h7: dataout_reg1[447:384]  = data_a_reg1[447:384];
       4'h8: dataout_reg1[447:384]  = data_a_reg1[511:448];
       4'h0:  dataout_reg1[447:384]  = data_src_reg1[447:384];
       default:  dataout_reg1[447:384]  = data_src_reg1[447:384];
     endcase
 end 
 always @(*) begin
     case(position[7])
       4'h8: dataout_reg1[511:448]  = data_a_reg1[511:448];
       4'h0:  dataout_reg1[511:448]  = data_src_reg1[511:448];
       default:  dataout_reg1[511:448]  = data_src_reg1[511:448];
     endcase
 end 
endmodule
```
==> qor.rpt <==
DETAILED ROUTING
-----------------------------------------------------------------------------------------------
Via density per instance                                                                   5.01
Initial DRT Pass Iterations                                                                  12
Via Count                                                                                 60593
Antenna Violating Nets Remaining                                                              0
Wire length reported by the detailed router                                              490 mm
DRC violation count after routing                                                             0
Final routed wire length divided by cell count                                          40.5 um
Drt first-iter violations                                                                  9587

POWER
-----------------------------------------------------------------------------------------------
Power density normalized to cell area                                               62.3 nW/um2
Worst vdd rail ir drop                                                              0.0000487 V
Final Total Pwr                                                                         5.15 mW
Leakage power total                                                                     30.8 nW

CRITICAL PATH
-----------------------------------------------------------------------------------------------
FF-to-FF setup slack                                                                   20810 ps
Buffer and inverter count on the worst path                                                   4
Nature of the critical path startpoint                                                flip-flop
Largest delay contributor family on the critical path                              buffers and inverters
Slowest cell on crit path                                                          clkdlybuf4s50_1
Kind of critical path                                                              flip-flop to output pin
Data arrival, critical path                                                             5100 ps
Most frequent cell on the critical path                                                   buf_4
Number of cells on the critical path                                                          8
Largest fanout on the critical path                                                          34
Endpoint required time on the critical path                                            20160 ps
Crit path capture type                                                               output pin
Largest stage delay on the critical path                                                 870 ps
Cell breakdown of the critical path                                                nor4b_2, buf_4, o21bai_4, buf_4, buf_4, nor2_1, a41oi_1, clkdlybuf4s50_1
Worst r2r path cells                                                                         10

FINISH
-----------------------------------------------------------------------------------------------
Most used cells in the layout excluding fill and tap cells                         clkdlybuf4s50_1 (1545), nor2b_1 (1037), dfxtp_1 (1034)
Final non-filler cell total                                                               12092
Final non-filler cell area                                                            82600 um2
Count of filler cells inserted in the layout                                              36201
Most common library cell in the layout ignoring fill and taps                      clkdlybuf4s50_1
Sequential cell area in the final layout                                              22100 um2
Combinational cell area excluding buffers and inverters                               32400 um2
Area Overhead vs Synth                                                                    45.4%
Core occupancy in the finished layout                                                     24.5%
Share of final-layout standard cells stronger than drive strength 1                       7.56%

PLACE
-----------------------------------------------------------------------------------------------
Dpl cell area                                                                         77500 um2
Placed Cells                                                                              11721
Half-perimeter wire length after detailed placement                                      390 mm
Place WS                                                                               14600 ps
Final weighted congestion in routability-driven placement                                 0.994
Number of port buffers                                                                     1547

GRT
-----------------------------------------------------------------------------------------------
Number of global-route vias before repair                                                 56887
Initial antenna violation count                                                             230
Wire length of the first global-routing pass                                             620 mm
Global-route congestion overflow total                                                        0
Pin count of the biggest net entering global routing                                        153
Total Routing Usage GR                                                                    26.2%

CLOCK TREE
-----------------------------------------------------------------------------------------------
Worst-skew pair later-pin latency                                                        860 ps
TritonCTS clock tree                                                                       done
Post-CTS Setup Bufs                                                                           0
Post-cts repair resize count                                                                  0
CTS Root Cell                                                                         clkbuf_16
Clock input transition at the sequential cells of the worst setup and hold paths          60 ps
Number of hold-repair buffers added at the cts stage                                          0
H-tree depth reported by CTS                                                                  4
Total CTS buffers                                                                           147
Worst-case clock buffer depth                                                                 4

FINAL TIMING
-----------------------------------------------------------------------------------------------
Actual transition at the worst max-transition pin                                        950 ps
Largest clock skew in the final design                                                  25.5 ps
Final hold slack                                                                         513 ps
Number of register pins that no clock reaches                                                32
Unrepaired setup endpoints after global routing                                              no
Aggregate negative setup slack                                                             0 ps
Fin crit period                                                                        10140 ps
Fraction of the cycle the final worst path needs                                          40.2%
Number of endpoints failing setup at the final stage                                          0
Minimum setup slack in the final design                                                15060 ps
Count of endpoints without a timing constraint                                               32
Max Slew Vio Count                                                                            0
Final Hold Violating Endpoints                                                                0
Worst slew slack as a fraction of its limit                                               36.7%
Upper clock frequency limit                                                          0.0986 GHz

LOGIC SYNTHESIS
-----------------------------------------------------------------------------------------------
Number of instances in the synthesized netlist                                             6087
Synthesized area divided by synthesized cell count                                     9.34 um2
Count of distinct cell types in the synthesized netlist                                      66
Leading cell types by total area after synthesis                                   dfxtp_1 (36%), mux2i_1 (18%), nor2b_1 (11%), a22oi_1 (6.6%), a222oi_1 (5.6%)
Flops after synth                                                                          1098
Asr flop ratio synth                                                                         0%
Area reported by Yosys stat                                                           56800 um2
Synth Warn #                                                                                  0
Area share, top type                                                                      36.4%
Yosys top cell by area                                                                  dfxtp_1
Number of synthesized flops with an enable pin                                               32
Cell total in the yosys stat output                                                        6087
Area of the mapped netlist                                                            56800 um2
Primary flip-flop cell chosen by synthesis mapping                                      dfxtp_1

FLOW RUN
-----------------------------------------------------------------------------------------------
Max-capacitance violation count                                                               0
Tool warnings                                                                                34

DIE
-----------------------------------------------------------------------------------------------
Initial cell density of the core                                                          16.9%
Placement row count                                                                         213
Die Span X                                                                               602 um
Core footprint                                                                       337000 um2
Vert. Die Dim                                                                            602 um
Area enclosed by the die boundary                                                    362000 um2
Number of placed I/O pins                                                                  1550

WORST HOLD PATH
-----------------------------------------------------------------------------------------------
Instance count along the most critical hold path                                              2
Hold WC Path Type                                                                  flip-flop to flip-flop

OUTCOME
-----------------------------------------------------------------------------------------------
Status                                                                                completed

[cells in the mapped netlist, types with 6 or more instances]
cell and instances:
a221oi_1 103, a31oi_1 138, clkbuf_1 542, nand2b_1 17, dlxtp_1 32, mux2i_1 1032, dfxtp_1 1034, a21oi_1 78
nor3b_1 6, inv_1 21, nor3_1 20, nor2_1 276, a222oi_1 320, buf_1 129, and2_1 36, a22o_1 64
a41oi_1 65, ha_1 11, buf_2 6, nor2b_1 1037, a22oi_1 500, mux2_2 64, nand2_1 283, edfxtp_1 32
nand3_1 149, nor4b_1 8, o21ai_0 8
[path summary, 6_finish.rpt]
check                                                     start                         endpoint
worst max-delay path               position[0][8]$_SDFFCE_PP0P_                     dataout[153]
worst min-delay path            data_src_reg1[448]$_SDFFE_PN0P_  data_src_reg1[448]$_SDFFE_PN0P_
worst max register to register        mask_reg1[3]$_SDFFE_PN0P_    position[0][11]$_SDFFCE_PP0P_
worst min register to register  data_src_reg1[448]$_SDFFE_PN0P_  data_src_reg1[448]$_SDFFE_PN0P_
[layout make-up]
| cell class | instances | area share [%] |
|---|---|---|
| sequential | 1098 | 26.8 |
| multi-input combinational | 4319 | 39.2 |
| clock buffer | 207 | 5.04 |
| clock inverter | 50 | 0.817 |
| timing repair buffer | 1766 | 20.8 |
| inverter | 23 | 0.104 |
| tap | 4515 | 6.84 |
| antenna | 114 | 0.345 |
[cells by family after synthesis]
family                     synth area share, %
adders and majority gates                0.418
DFF                                       38.1
buffers and inverters                     4.67
muxes                                     19.4
AOI/OAI and AO/OA                         18.6
xor gates and xnor gates                 0.244
and+or+nand+nor                           17.7
latches                                  0.845
other                                  0.00660
[state kept, by name, summed over array words and instances, names as in the netlist]
register       count
data_a_reg1      512
data_src_reg1    512
index             32
position          32
mask_reg1          8
ivalid_reg1        1
ovalid             1
[per-layer routing]
metal / up-vias / track usage (%) / share of wire, %
met5: - / 0.0653 / 0.13
met4: 96 / 12.1 / 6.0
met3: 1159 / 15.1 / 15
met2: 4626 / 38.6 / 43
met1: 29446 / 30.8 / 36
li1: 25266 / - / -
[tightest hold or removal path: cells and delay by family (launching register included)]
family | cells | cell delay, ps
and+or+nand+nor | 1 | 90
muxes | 1 | 60
DFF | 1 | 320
[power breakdown]
part	internal (mW)	switching (mW)	leakage (nW)
Sequential	1.80	0.159	9.11
Combinational	0.462	0.537	19.3
Clock	1.27	0.915	2.36
No activity file was given, so power comes from the tool's default toggle rates.
